### design.v
module cla4(
  input  wire [3:0] a,b,
  input  wire       cin,
  output wire [3:0] sum,
  output wire       cout,
  output wire       P, G
);
  wire [3:0] p = a ^ b;
  wire [3:0] g = a & b;
  wire c1 = g[0] | (p[0] & cin);
  wire c2 = g[1] | (p[1] & g[0]) | (p[1] & p[0] & cin);
  wire c3 = g[2] | (p[2] & g[1]) | (p[2] & p[1] & g[0]) | (p[2] & p[1] & p[0] & cin);
  wire c4 = g[3] | (p[3] & g[2]) | (p[3] & p[2] & g[1])
                  | (p[3] & p[2] & p[1] & g[0]) | (p[3] & p[2] & p[1] & p[0] & cin);
  assign sum  = { p[3]^c3, p[2]^c2, p[1]^c1, p[0]^cin };
  assign cout = c4;
  assign P = &p;
  assign G = g[3] | (p[3]&g[2]) | (p[3]&p[2]&g[1]) | (p[3]&p[2]&p[1]&g[0]);
endmodule
module cla2(
  input  wire [1:0] a,b,
  input  wire       cin,
  output wire [1:0] sum,
  output wire       cout,
  output wire       P, G
);
  wire [1:0] p = a ^ b;
  wire [1:0] g = a & b;
  wire c1 = g[0] | (p[0] & cin);
  wire c2 = g[1] | (p[1] & g[0]) | (p[1] & p[0] & cin);
  assign sum  = { p[1]^c1, p[0]^cin };
  assign cout = c2;
  assign P = &p;
  assign G = g[1] | (p[1]&g[0]);
endmodule
module cla14(
  input  wire [13:0] a,b,
  input  wire        cin,
  output wire [13:0] sum,
  output wire        cout
);
  wire [3:0] s0; wire c4;  wire P0,G0;
  cla4 u0 (.a(a[3:0]),   .b(b[3:0]),   .cin(cin), .sum(s0), .cout(), .P(P0), .G(G0));
  assign c4 = G0 | (P0 & cin);
  wire [3:0] s1; wire c8;  wire P1,G1;
  cla4 u1 (.a(a[7:4]),   .b(b[7:4]),   .cin(c4),  .sum(s1), .cout(), .P(P1), .G(G1));
  assign c8 = G1 | (P1 & c4);
  wire [3:0] s2; wire c12; wire P2,G2;
  cla4 u2 (.a(a[11:8]),  .b(b[11:8]),  .cin(c8),  .sum(s2), .cout(), .P(P2), .G(G2));
  assign c12 = G2 | (P2 & c8);
  wire [1:0] s3; wire c14; wire P3,G3;
  cla2 u3 (.a(a[13:12]), .b(b[13:12]), .cin(c12), .sum(s3), .cout(c14), .P(P3), .G(G3));
  assign sum  = { s3, s2, s1, s0 };
  assign cout = c14;
endmodule
module fpa(
  input  wire        clk,
  input  wire        reset,
  input  wire [11:0] A,
  input  wire [11:0] B,
  input  wire [11:0] C,
  input  wire [11:0] D,
  input  wire        pushin,
  output reg         pushout,
  output reg  [11:0] Z
);
  reg [11:0] stage1_A, stage1_B, stage1_C, stage1_D;
  reg        stage1_valid;
  always @(posedge clk) begin
    if (reset) begin
      stage1_valid <= 1'b0;
      stage1_A <= 12'b0; stage1_B <= 12'b0;
      stage1_C <= 12'b0; stage1_D <= 12'b0;
    end else begin
      stage1_valid <= pushin;
      stage1_A <= A; stage1_B <= B;
      stage1_C <= C; stage1_D <= D;
    end
  end
  wire [4:0] exp_A = stage1_A[10:6];
  wire [4:0] exp_B = stage1_B[10:6];
  wire [4:0] exp_C = stage1_C[10:6];
  wire [4:0] exp_D = stage1_D[10:6];
  wire [4:0] max_AB  = (exp_A >= exp_B) ? exp_A : exp_B;
  wire [4:0] max_CD  = (exp_C >= exp_D) ? exp_C : exp_D;
  wire [4:0] max_exp = (max_AB >= max_CD) ? max_AB : max_CD;
  wire       A_sign = stage1_A[11];
  wire [5:0] A_frac = stage1_A[5:0];
  wire       B_sign = stage1_B[11];
  wire [5:0] B_frac = stage1_B[5:0];
  wire       C_sign = stage1_C[11];
  wire [5:0] C_frac = stage1_C[5:0];
  wire       D_sign = stage1_D[11];
  wire [5:0] D_frac = stage1_D[5:0];
  wire [4:0] A_sh = (exp_A == 5'd0) ? 5'd31 :
                    (exp_A > max_exp) ? 5'd0 : (max_exp - exp_A);
  wire [4:0] B_sh = (exp_B == 5'd0) ? 5'd31 :
                    (exp_B > max_exp) ? 5'd0 : (max_exp - exp_B);
  wire [4:0] C_sh = (exp_C == 5'd0) ? 5'd31 :
                    (exp_C > max_exp) ? 5'd0 : (max_exp - exp_C);
  wire [4:0] D_sh = (exp_D == 5'd0) ? 5'd31 :
                    (exp_D > max_exp) ? 5'd0 : (max_exp - exp_D);
  wire [13:0] A_mag14 = {3'b000, 1'b1, A_frac, 3'b000, 1'b0};
  wire [13:0] B_mag14 = {3'b000, 1'b1, B_frac, 3'b000, 1'b0};
  wire [13:0] C_mag14 = {3'b000, 1'b1, C_frac, 3'b000, 1'b0};
  wire [13:0] D_mag14 = {3'b000, 1'b1, D_frac, 3'b000, 1'b0};
  reg        stage2_A_sign, stage2_B_sign, stage2_C_sign, stage2_D_sign;
  reg [4:0]  stage2_A_sh,   stage2_B_sh,   stage2_C_sh,   stage2_D_sh;
  reg [13:0] stage2_A_mag,  stage2_B_mag,  stage2_C_mag,  stage2_D_mag;
  reg [4:0]  stage2_max_exp;
  reg        stage2_valid;
  always @(posedge clk) begin
    if (reset) begin
      stage2_valid   <= 1'b0;
      stage2_max_exp <= 5'd0;
      stage2_A_sign <= 1'b0; stage2_B_sign <= 1'b0;
      stage2_C_sign <= 1'b0; stage2_D_sign <= 1'b0;
      stage2_A_sh   <= 5'd0; stage2_B_sh   <= 5'd0;
      stage2_C_sh   <= 5'd0; stage2_D_sh   <= 5'd0;
      stage2_A_mag  <= 14'd0; stage2_B_mag <= 14'd0;
      stage2_C_mag  <= 14'd0; stage2_D_mag <= 14'd0;
    end else begin
      stage2_valid   <= stage1_valid;
      stage2_max_exp <= max_exp;
      stage2_A_sign <= A_sign;
      stage2_B_sign <= B_sign;
      stage2_C_sign <= C_sign;
      stage2_D_sign <= D_sign;
      stage2_A_sh   <= A_sh;
      stage2_B_sh   <= B_sh;
      stage2_C_sh   <= C_sh;
      stage2_D_sh   <= D_sh;
      stage2_A_mag  <= A_mag14;
      stage2_B_mag  <= B_mag14;
      stage2_C_mag  <= C_mag14;
      stage2_D_mag  <= D_mag14;
    end
  end
  function automatic [14:0] do_align_from_pre;
    input        sign_in;
    input [4:0]  sh_in;
    input [13:0] mag_in;
    logic        sticky_local;
    logic [13:0] tmag14, sticky_mask;
    logic signed [13:0] shv_keep14;
    begin
      if (sh_in == 5'd31) begin
        do_align_from_pre = 15'd0;
      end else begin
        if (sh_in == 0) begin
          sticky_local = 1'b0;
        end else if (sh_in >= 14) begin
          sticky_local = |mag_in;
        end else begin
          sticky_mask  = (14'd1 << sh_in) - 14'd1;
          sticky_local = |(mag_in & sticky_mask);
        end
        if (sh_in >= 14) tmag14 = 14'd0;
        else             tmag14 = mag_in >> sh_in;
        if (sh_in >= 11) begin
          shv_keep14 = 14'sd0;
        end else begin
          shv_keep14 = sign_in ? -$signed({1'b0, tmag14})
                               :  $signed({1'b0, tmag14});
        end
        do_align_from_pre = { sticky_local, shv_keep14 };
      end
    end
  endfunction
  wire [14:0] A3 = do_align_from_pre(stage2_A_sign, stage2_A_sh, stage2_A_mag);
  wire [14:0] B3 = do_align_from_pre(stage2_B_sign, stage2_B_sh, stage2_B_mag);
  wire [14:0] C3 = do_align_from_pre(stage2_C_sign, stage2_C_sh, stage2_C_mag);
  wire [14:0] D3 = do_align_from_pre(stage2_D_sign, stage2_D_sh, stage2_D_mag);
  wire [13:0] A3_val = A3[13:0];
  wire [13:0] B3_val = B3[13:0];
  wire [13:0] C3_val = C3[13:0];
  wire [13:0] D3_val = D3[13:0];
  wire A3_stk = A3[14];
  wire B3_stk = B3[14];
  wire C3_stk = C3[14];
  wire D3_stk = D3[14];
  reg  [13:0] stage3_A_aligned, stage3_B_aligned, stage3_C_aligned, stage3_D_aligned;
  reg         stage3_valid;
  reg  [4:0]  stage3_max_exp;
  reg         stage3_sticky;
  always @(posedge clk) begin
    if (reset) begin
      stage3_valid     <= 1'b0;
      stage3_max_exp   <= 5'd0;
      stage3_A_aligned <= 14'd0; stage3_B_aligned <= 14'd0;
      stage3_C_aligned <= 14'd0; stage3_D_aligned <= 14'd0;
      stage3_sticky    <= 1'b0;
    end else begin
      stage3_valid     <= stage2_valid;
      stage3_max_exp   <= stage2_max_exp;
      stage3_A_aligned <= A3_val;
      stage3_B_aligned <= B3_val;
      stage3_C_aligned <= C3_val;
      stage3_D_aligned <= D3_val;
      stage3_sticky    <= (A3_stk | B3_stk | C3_stk | D3_stk);
    end
  end
  wire signed [17:0] A18 = {{4{stage3_A_aligned[13]}}, stage3_A_aligned};
  wire signed [17:0] B18 = {{4{stage3_B_aligned[13]}}, stage3_B_aligned};
  wire signed [17:0] C18 = {{4{stage3_C_aligned[13]}}, stage3_C_aligned};
  wire signed [17:0] D18 = {{4{stage3_D_aligned[13]}}, stage3_D_aligned};
  wire signed [17:0] sAB18 = A18 + B18;
  wire signed [17:0] sCD18 = C18 + D18;
  reg  signed [17:0] stage4_AB, stage4_CD;
  reg         [4:0]  stage4_max_exp;
  reg                stage4_valid;
  reg                stage4_sticky;
  always @(posedge clk) begin
    if (reset) begin
      stage4_valid   <= 1'b0;
      stage4_AB      <= 18'd0;
      stage4_CD      <= 18'd0;
      stage4_max_exp <= 5'd0;
      stage4_sticky  <= 1'b0;
    end else begin
      stage4_valid   <= stage3_valid;
      stage4_AB      <= sAB18;
      stage4_CD      <= sCD18;
      stage4_max_exp <= stage3_max_exp;
      stage4_sticky  <= stage3_sticky;
    end
  end
  wire signed [17:0] final18 = stage4_AB + stage4_CD;
  reg  signed [17:0] stage5_sum18;
  reg         [4:0]  stage5_max_exp;
  reg                stage5_valid;
  reg                stage5_sticky;
  always @(posedge clk) begin
    if (reset) begin
      stage5_valid   <= 1'b0;
      stage5_sum18   <= 18'd0;
      stage5_max_exp <= 5'd0;
      stage5_sticky  <= 1'b0;
    end else begin
      stage5_valid   <= stage4_valid;
      stage5_sum18   <= final18;
      stage5_max_exp <= stage4_max_exp;
      stage5_sticky  <= stage4_sticky;
    end
  end
  function automatic [4:0] lead1_17; input [16:0] v;
    begin
      if (v[16]) lead1_17=5'd16; else if (v[15]) lead1_17=5'd15; else if (v[14]) lead1_17=5'd14;
      else if (v[13]) lead1_17=5'd13; else if (v[12]) lead1_17=5'd12; else if (v[11]) lead1_17=5'd11;
      else if (v[10]) lead1_17=5'd10; else if (v[9])  lead1_17=5'd9;  else if (v[8])  lead1_17=5'd8;
      else if (v[7])  lead1_17=5'd7;  else if (v[6])  lead1_17=5'd6;  else if (v[5])  lead1_17=5'd5;
      else if (v[4])  lead1_17=5'd4;  else if (v[3])  lead1_17=5'd3;  else if (v[2])  lead1_17=5'd2;
      else if (v[1])  lead1_17=5'd1;  else if (v[0])  lead1_17=5'd0;  else lead1_17=5'd17;
    end
  endfunction
  reg         stage6a_sign;
  reg [16:0]  stage6a_mag17;
  reg [4:0]   stage6a_max_exp;
  reg         stage6a_sticky;
  reg         stage6a_valid;
  always @(posedge clk) begin
    if (reset) begin
      stage6a_valid <= 1'b0;
      stage6a_sign <= 1'b0;
      stage6a_mag17 <= 17'd0;
      stage6a_max_exp <= 5'd0;
      stage6a_sticky <= 1'b0;
    end else begin
      stage6a_valid <= stage5_valid;
      stage6a_sign  <= stage5_sum18[17];
      stage6a_max_exp <= stage5_max_exp;
      stage6a_sticky <= stage5_sticky;
      stage6a_mag17 <= stage5_sum18[17] ? (~stage5_sum18[16:0] + 17'd1) 
                                        : stage5_sum18[16:0];
    end
  end
  function automatic [11:0] normalize_from_abs;
    input        sign;
    input [16:0] mag17;
    input [4:0]  max_exp;
    input        sticky_in;
    logic [4:0]  lead_one_pos;
    logic signed [6:0] exp_adjust, new_exp_calc;
    logic [4:0]  new_exp;
    logic [5:0]  new_frac;
    integer s, ls;
    logic [16:0] m, t, mask;
    logic drop_or;
    logic G,R,S;
    begin
      if (mag17 == 17'b0) begin
        normalize_from_abs = 12'b0;
      end else begin
        lead_one_pos = lead1_17(mag17);
        exp_adjust   = $signed({2'b00, lead_one_pos}) - 7'd10;
        new_exp_calc = $signed({2'b00, max_exp}) + exp_adjust;
        m = mag17;
        s = lead_one_pos - 10;
        if (s >= 0) begin
          if (s >= 17) begin
            t = 17'b0; drop_or = |m;
          end else begin
            t = m >> s;
            mask    = (s==0) ? 17'b0 : ((17'h1<<s) - 17'h1);
            drop_or = (s==0) ? 1'b0  : |(m & mask);
          end
          new_frac = t[9:4];
          G = t[3]; R = t[2]; S = t[1] | drop_or | sticky_in;
        end else begin
          ls = -s;
          t  = (ls >= 17) ? 17'b0 : (m << ls);
          new_frac = t[9:4];
          G = 1'b0; R = 1'b0; S = sticky_in;
        end
        if (new_exp_calc < 7'd2 || new_exp_calc[6]) begin
          normalize_from_abs = 12'b0;
        end else if (new_exp_calc > 7'd30) begin
          normalize_from_abs = {sign, 5'b11110, 6'b110000};
        end else begin
          new_exp = new_exp_calc[4:0];
          if (new_exp == 5'b11110 && new_frac > 6'b110000) begin
            normalize_from_abs = {sign, 5'b11110, 6'b110000};
          end else begin
            normalize_from_abs = {sign, new_exp, new_frac};
          end
        end
      end
    end
  endfunction
  reg [11:0] stage6b_result;
  reg        stage6b_valid;
  always @(posedge clk) begin
    if (reset) begin
      stage6b_valid  <= 1'b0;
      stage6b_result <= 12'b0;
    end else begin
      stage6b_valid  <= stage6a_valid;
      stage6b_result <= stage6a_valid
                       ? normalize_from_abs(stage6a_sign, stage6a_mag17, 
                                           stage6a_max_exp, stage6a_sticky)
                       : 12'b0;
    end
  end
  always @(posedge clk) begin
    if (reset) begin
      pushout <= 1'b0;
      Z       <= 12'b0;
    end else begin
      pushout <= stage6b_valid;
      Z       <= stage6b_result;
    end
  end
endmodule
### run.sh
#!/bin/bash
# OpenROAD 26Q1-2900-gdf79404cd8, Yosys 0.63+post, stock flow scripts
make -C /OpenROAD-flow-scripts/flow DESIGN_CONFIG=/design/flow/config.mk WORK_HOME=/design/flow/orfs finish
### config.mk
export PLATFORM = sky130hd
export DESIGN_NAME = fpa
export DESIGN_NICKNAME = fpa
export VERILOG_FILES = /design/flow/design.v
export SDC_FILE = /design/flow/constraint.sdc
export NUM_CORES = 4
export LEC_CHECK = 1
export CORE_UTILIZATION = 50
### constraint.sdc
current_design fpa

set clk_period 6.3
set clk_io_pct 0.2

create_clock -name clk0 -period $clk_period [get_ports {clk}]

set non_clock_inputs [all_inputs -no_clocks]
set_input_delay [expr $clk_period * $clk_io_pct] -clock clk0 $non_clock_inputs
set_output_delay [expr $clk_period * $clk_io_pct] -clock clk0 [all_outputs]
==> impl_table.tex <==
% Implementation results table
\begin{tabular}{lr}
\hline
Metric & Value \\
\hline
\multicolumn{2}{l}{\textbf{Power and ir drop}} \\
Cell internal pwr & 3944 uW \\
Maximum vdd ir drop & 0.2213 mV \\
Proportion of power drawn by combinational gates & 0.364 \\
Portion of total power attributed to sequential cells & 0.336 \\
Switching part of the total power & 0.3611 \\
Power density cells & 367.6 nW/um2 \\
Switching pwr & 2229 uW \\
Part of the total power dissipated in the clock network & 0.300 \\
Total leakage power & 0.007036 uW \\
\multicolumn{2}{l}{\textbf{Hold path}} \\
Worst-case hold path end point & Z[10] \\
Hold Path Depth & 1 \\
Kind of path behind the tightest hold check & reg -> reg \\
Hold path start & stage6b\_result[10] \\
\multicolumn{2}{l}{\textbf{CTS}} \\
Clock Path Buffers & 3 \\
\# hold bufs at CTS & 0 \\
Library cell used as clock root buffer & clkbuf\_16 \\
Clock-pin transition on the worst setup and hold timing paths & 0.06 ns \\
\# H-tree levels & 1 \\
Total setup buffers inserted after CTS & 0 \\
Sinks on the clock net & 276 \\
TritonCTS clock tree & yes \\
Count of cells resized by post-cts repair & 0 \\
Clk latency late pin & 0.56 ns \\
Clock buffer count from CTS & 30 \\
\multicolumn{2}{l}{\textbf{Global routing}} \\
First-pass GRT wire length & 54810 um \\
Sum of overflow across all layers after global routing & 0 \\
Vias in the first global route & 10.71k \\
Total GRT Usage & 0.2284 \\
Pin count of the biggest net entering global routing & 87 \\
Antenna violations before repair & 0 \\
\multicolumn{2}{l}{\textbf{Status}} \\
Run status & finished, final reports clean \\
\multicolumn{2}{l}{\textbf{STA}} \\
Worst Max-Slew Pin Slew & 0.7944 ns \\
Number of failing hold endpoints at the final stage & 0 \\
Max-slew violation count & 0 \\
Layout Skew & 0.02630 ns \\
Fin worst setup slack & 0.6637 ns \\
Post-route setup TNS & 0 ns \\
Relative slew margins & 0.4655 \\
Minimum clock period after layout & 5.636 ns \\
Final cycle utilization of the critical path & 0.8946 \\
Unrepaired setup endpoints after global routing & no \\
Achievable clock frequency & 0.1774 GHz \\
Final setup violation count & 0 \\
\multicolumn{2}{l}{\textbf{Synth}} \\
Synthesized netlist cell count & 1676 \\
Dominant cell type by area after synthesis & dfxtp\_1 \\
Cells in synth\_stat.txt & 1676 \\
Top cells by area, synth & dfxtp\_1 (37\%), ha\_1 (8.4\%), nor2b\_1 (6.6\%) \\
Yosys warnings & 1 \\
Top cell type's share of synthesized area & 0.3724 \\
Sequential fraction of the synthesis area & 0.3724 \\
Unique cell types & 79 \\
Average footprint of a synthesized cell & 8.852 um2 \\
Share of flip-flops with an asynchronous set or reset after synthesis & 0 \\
Flops \& latches, synth & 276 \\
Primary flip-flop cell chosen by synthesis mapping & dfxtp\_1 \\
Netlist area before placement & 14840 um2 \\
Number of synthesized flops with an enable pin & 0 \\
Synthesis area per yosys & 14840 um2 \\
\multicolumn{2}{l}{\textbf{Place}} \\
Placed wire-length estimate & 24510 um \\
Placer congestion estimate & 0.9577 \\
Post-DP Area & 15720 um2 \\
Buffers added on ports & 63 \\
Placement Setup Slack & 0.7638 ns \\
Number of instances in the placed design & 2056 \\
\multicolumn{2}{l}{\textbf{Floorplanning}} \\
Die Span Y & 174.3 um \\
Chip area & 30370 um2 \\
Floorplan Utilization & 0.5128 \\
Die Width & 174.3 um \\
Core Area & 28940 um2 \\
Number of core rows & 62 \\
Num ports & 64 \\
\multicolumn{2}{l}{\textbf{Worst setup path}} \\
Kind of launch point of the worst setup path & register \\
Critical path buffer and inverter count & 3 \\
Cell-by-cell listing of the critical path & or4\_1, o221a\_2, o21ai\_2, inv\_1, ha\_1, a21o\_1, and2\_1, inv\_2, nand2b\_1, nor2\_1, nand2\_1, ha\_1, or4b\_2, nor4\_2, buf\_4, nand4\_1, o21ba\_2, a31oi\_1, a21oi\_1, a211oi\_1 \\
Arrival time of the worst setup path & 6.05 ns \\
Count of cells along the worst register-to-register path & 20 \\
Flop2flop setup slack & 0.66 ns \\
Most common cell on crit path & ha\_1 \\
Critical register-to-register path startpoint & stage6a\_mag17[9] \\
End of the worst register-to-register path & stage6b\_result[0] \\
Cell class contributing the biggest share of worst-path delay & simple AND/OR/NAND/NOR gates \\
Required time of the critical path & 6.71 ns \\
Critical-path cell with the highest stage delay & or4b\_2 \\
Worst Setup Path Type & reg -> reg \\
Kind of end point of the critical path & register \\
Top fanout value on the critical path & 12 \\
Largest stage delay, worst path & 0.60 ns \\
\multicolumn{2}{l}{\textbf{Layout}} \\
Share of post-route cells with drive strength above 1 & 0.07296 \\
Count of placed standard cells in the final layout, fillers left out & 2111 \\
Final instance area & 16790 um2 \\
Layout Area Growth over Synthesis & 13.16\% \\
Number of fillers in the final layout & 2506 \\
\multicolumn{2}{l}{\textbf{Detailed routing}} \\
Post-detailed-route wirelength per cell & 15.45 um \\
DRT Pass-1 Iters & 5 \\
Per-cell via count in the routed design & 5.364 \\
Antenna Nets Post-Route & 0 \\
Highest metal layer with signal wires & met4 \\
Number of violations reported at the end of detailed-routing iteration 0 & 542 \\
Met1 Wirelength & 16280 um \\
Number of remaining DRC errors & 0 \\
Number of vias after detailed routing & 11.32k \\
Routed wl met3 & 1253 um \\
Count of antenna diodes in the layout & 0 \\
Overall routed net length & 32610 um \\
Sum of met2 wire segment lengths after detailed routing & 14260 um \\
\multicolumn{2}{l}{\textbf{Job}} \\
Number of max-cap violations & 0 \\
Count of tool warnings & 29 \\
\hline
\end{tabular}
[stage by stage]
stage                       util  hold WS, ns  total power [uW]
final                     0.5803       0.4312              6172
after detailed placement  0.5431       0.4204              4331
after global routing      0.5803       0.4355              6579
after global placement    0.5431       0.4159              4342
after floorplan                -       0.3936              3761
after CTS                 0.5803       0.4257              6206
[worst reg2reg max path, cell delays in order (launching register included)]
cell      delay, ns
dfxtp_1        0.36
or4_1          0.56
o221a_2        0.29
o21ai_2        0.14
inv_1          0.15
ha_1           0.27
a21o_1         0.18
and2_1         0.24
inv_2          0.25
nand2b_1       0.17
nor2_1         0.39
nand2_1        0.16
ha_1           0.30
or4b_2         0.60
nor4_2         0.27
buf_4          0.18
nand4_1        0.13
o21ba_2        0.31
a31oi_1        0.12
a21oi_1        0.31
a211oi_1       0.13
[synthesized netlist by cell type, drive strengths merged, types with 5 or more instances]
cell type  number
a221oi          5
clkbuf         58
or3            14
a211o           5
a31oi          18
nand3          29
or4             8
o21bai          5
nor4           12
nand2          78
nor2b         156
o21ai          63
inv            87
ha            100
mux2           16
o31ai          12
and3           10
a21o           40
xnor2          44
a41oi           6
and2           10
o211ai          7
nand4          14
dfxtp         276
o41ai           7
nand3b          5
mux4           16
mux2i          42
xor2           48
or2            15
o21a           10
a211oi         17
nand2b         30
fa              8
a2111oi         7
buf            20
nand4b          5
a21oi          91
a21boi          7
nor3           41
nor3b           6
nor2          179
[power by group through the flow]
| stage | clock (uW) | combinational [uW] | sequential (uW) |
|---|---|---|---|
| final | 1850 | 2250 | 2070 |
| after global routing | 1980 | 2500 | 2100 |
| after CTS | 1900 | 2240 | 2070 |
[state kept, by name, summed over array words and instances, names as in the netlist, 6 cells and up]
signal,count
stage2_C_mag,6
stage1_C,12
stage2_B_mag,6
stage3_D_aligned,14
stage4_AB,15
stage1_A,12
stage3_B_aligned,14
stage2_D_mag,6
stage6b_result,12
stage1_B,12
stage3_A_aligned,14
stage3_C_aligned,14
stage1_D,12
stage2_A_mag,7
stage6a_mag17,17
stage5_sum18,18
Z,12
stage4_CD,15
[per-layer routing]
| layer | vias to the layer above | global-route usage |
|---|---|---|
| met5 | - | 0 |
| li1 | 5922 | - |
| met1 | 5113 | 0.3589 |
| met3 | 54 | 0.02852 |
| met4 | 0 | 0.05629 |
| met2 | 234 | 0.3445 |
[layout make-up]
cell class                 instances  area [um2]  share of cell area
tap                              384       480.5             0.02862
clock inverter                    16       230.2             0.01371
inverter                          88       330.3             0.01967
timing repair buffer              74       714.4             0.04255
multi-input combinational       1234        8665              0.5161
clock buffer                      39       844.6             0.05030
sequential                       276        5525              0.3291
[worst max-delay path by stage]
stage,start,to,slack (ns),cells past startpoint
CTS,stage6a_mag17[9],stage6b_result[0],0.73,20
global route,stage1_A[6],stage2_D_sh[1],0.17,25
finish,stage6a_mag17[9],stage6b_result[0],0.66,20
[cell usage in the layout, fill, tap and decap left out, types with 16 or more instances in the layout]
master / synthesis / layout
clkdlybuf4s50_1: 0 / 62
mux2_2: 16 / 16
xnor2_1: 44 / 44
nand3_1: 29 / 29
nand2b_1: 30 / 30
o21ai_0: 57 / 57
nor3_1: 41 / 41
nor2b_1: 156 / 156
nand2_1: 78 / 78
xor2_1: 48 / 48
dfxtp_1: 276 / 276
clkbuf_16: 0 / 30
mux2i_1: 42 / 42
inv_1: 86 / 86
a21o_1: 40 / 40
mux4_2: 16 / 16
ha_1: 100 / 100
nor2_1: 178 / 178
a31oi_1: 18 / 18
a211oi_1: 17 / 17
a21oi_1: 91 / 91
[cell families after synthesis]
kind of cell,after synthesis,share of synthesized area
compound gates,343,0.1535
xor+xnor,92,0.05431
fa+ha+maj,108,0.09513
buf+inv,166,0.04360
flops,276,0.3724
mux,74,0.06477
simple gates,617,0.2163
Power is estimated from default activity; no workload was simulated.
